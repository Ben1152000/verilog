==> flow/design.v <==
module alu (
    input wire [2:0]  op
,   input wire signed [31:0] in1
,   input wire signed [31:0] in2
,   output reg signed [31:0] out
,   output reg        zero
);
    always @* begin
        case (op)
            3'b000: out = in1 & in2;   
            3'b001: out = in1 | in2;   
            3'b010: out = in1 + in2;   
            3'b011: out = 32'h0;
            3'b100: out = in2 << in1;  
            3'b101: out = in2 >> in1;  
            3'b110: out = in1 - in2;   
            3'b111: out = in1 < in2;   
        endcase
        zero = (out == 0);
    end
endmodule
==> flow/run.sh <==
#!/bin/bash
# OpenROAD 26Q1-2900-gdf79404cd8, Yosys 0.63+post, stock flow scripts
make -C /OpenROAD-flow-scripts/flow DESIGN_CONFIG=/design/flow/config.mk WORK_HOME=/design/flow/orfs finish
==> flow/config.mk <==
export PLATFORM = sky130hd
export DESIGN_NAME = alu
export DESIGN_NICKNAME = alu
export VERILOG_FILES = /design/flow/design.v
export SDC_FILE = /design/flow/constraint.sdc
export NUM_CORES = 4
export LEC_CHECK = 1
export CORE_UTILIZATION = 50
==> flow/constraint.sdc <==
current_design alu

set clk_period 25.5
set clk_io_pct 0.2

create_clock -name clk0 -period $clk_period

set non_clock_inputs [all_inputs -no_clocks]
set_input_delay [expr $clk_period * $clk_io_pct] -clock clk0 $non_clock_inputs
set_output_delay [expr $clk_period * $clk_io_pct] -clock clk0 [all_outputs]
==> impl_metrics.sql <==
-- metrics for the results database
INSERT INTO impl_metrics (metric_group, metric, value, unit) VALUES
('yosys', 'synth.avg_cell_area', '6.98', 'um2'),
('layout', 'area_growth_syn_to_layout', '11.1', '%'),
('power_and_ir_drop', 'power_density', '21.7', 'mW/mm2'),
('die', 'fp.dieW', '139', 'um'),
('power_and_ir_drop', 'seqPwrFrac', '0', '%'),
('grt', 'vias_in_the_first_global_route', '10500', ''),
('routing', 'route.detailed.wl_per_inst', '26.6', 'um'),
('yosys', 'netlist_area', '0.00936', 'mm2'),
('yosys', 'seq_area_frac_synth', '0', '%'),
('die', 'fp.dieH', '139', 'um'),
('worst_setup_path', 'critPathMaxFanout', '65', ''),
('routing', 'drt_iter0_markers', '1156', ''),
('grt', 'groute.usage.overall', '44.6', '%'),
('yosys', 'synth.yosys.warnings', '1', ''),
('die', 'chip_area', '0.0193', 'mm2'),
('yosys', 'yosys_area', '0.00936', 'mm2'),
('timing', 'layout_setup_ws', '8.81', 'ns'),
('die', 'top_level_ports', '100', ''),
('placement', 'gp_routability_congestion', '1.08', ''),
('timing', 'final-setup-viol-count', '0', ''),
('timing', 'final_cycle_utilization_of_the_critical_path', '65.5', '%'),
('power_and_ir_drop', 'clk_pwr_share', '0', '%'),
('power_and_ir_drop', 'switching_share_of_power', '59.1', '%'),
('yosys', 'synth_stat.cells', '1341', ''),
('timing', 'period_minus_slack', '16.69', 'ns'),
('die', 'initCoreUtil', '51.6', '%'),
('grt', 'grt_antenna_before_repair', '1', ''),
('worst_setup_path', 'path_cells', 'buf_2 -> buf_4 -> inv_1 -> buf_4 -> fa_1 -> nand2b_1 -> a211oi_1 -> o21a_1 -> a211oi_1 -> xnor2_1 -> a221o_1 -> or4_1 -> nor4_1 -> nand4_1 -> or4_1 -> or4_1 -> nor4b_2 -> clkdlybuf4s50_1', ''),
('worst_setup_path', 'count_of_buffer_and_inverter_cells_on_the_critical_path', '5', ''),
('clock_network', 'post_cts_buffers', '0', ''),
('routing', 'number_of_routed_nets_with_antenna_violations', '0', ''),
('routing', 'detail_route.wirelength', '42500', 'um'),
('run', 'drv_cap', '0', ''),
('outcome', 'outcome', 'finished, final reports clean', ''),
('layout', 'post_route_cells_drive_above_1_share', '9.67', '%'),
('routing', 'via_per_instance_ratio', '7.14', ''),
('die', 'design.core.area', '0.0181', 'mm2'),
('clock_network', 'cts-resized-gates', '0', ''),
('worst_setup_path', 'critPathRequiredTime', '20.40', 'ns'),
('placement', 'preCtsSetupSlack', '9.03', 'ns'),
('grt', 'largest_net_degree_at_the_start_of_global_routing', '66', ''),
('timing', 'rsz0062_at_grt', 'no', ''),
('clock_network', 'cts-hold-fix-buffers', '0', ''),
('worst_setup_path', 'startpoint_type', 'input port', ''),
('worst_setup_path', 'timing.critical_path.mode_cell', 'sky130_fd_sc_hd__or4_1', ''),
('power_and_ir_drop', 'power_frac_comb', '100.0', '%'),
('placement', 'port_buffer_count', '100', ''),
('worst_setup_path', 'crit_path_end_kind', 'output pin', ''),
('routing', 'dr.pass1.iters', '23', ''),
('power_and_ir_drop', 'total_switching_power', '0.134', 'mW'),
('layout', 'seq_cell_count', '0', ''),
('yosys', 'synthCells', '1341', ''),
('min_path', 'hold_class', 'input port to output pin', ''),
('run', 'stage_log_warnings', '99', ''),
('routing', 'drc_errors', '0', ''),
('power_and_ir_drop', 'power_report.internal_total', '0.0924', 'mW'),
('placement', 'place_hpwl', '33300', 'um'),
('worst_setup_path', 'cp_data_arrival_time', '11.59', 'ns'),
('layout', 'utilization', '57.3', '%'),
('power_and_ir_drop', 'power.leakage', '4.39', 'nW'),
('worst_setup_path', 'critPathMaxStageDelay', '0.58', 'ns'),
('layout', 'seq_area', '0', 'um2'),
('worst_setup_path', 'timing.critical_path.slowest_stage_cell', 'sky130_fd_sc_hd__a211oi_1', ''),
('worst_setup_path', 'criticalPathCategory', 'input port to output pin', ''),
('routing', 'detailroute.via_count', '11400', ''),
('timing', 'maxClockFrequency', '59.9', 'MHz'),
('timing', 'timing.final.max_slew_violations', '0', ''),
('worst_setup_path', 'cell_family_with_most_cp_delay', 'simple AND/OR/NAND/NOR gates', ''),
('timing', 'hold_viol_final', '0', ''),
('yosys', 'ys_types', '89', ''),
('timing', 'slew_headroom', '12.0', '%'),
('layout', 'n_fill_cell', '1766', ''),
('timing', 'fin_setup_tns', '0', 'ns'),
('timing', 'worst_slew_pin_slew', '1.29', 'ns'),
('die', 'floorplan.rows', '49', ''),
('grt', 'wire_length_of_the_first_global_routing_pass', '64200', 'um'),
('grt', 'grt_remaining_overflow', '0', ''),
('power_and_ir_drop', 'ir_worst_vdd', '20.7', 'uV'),
('layout', 'clkbuf_count', '0', '');
[cell type report]
type	instances	area (um2)	share of cell area, %
multi-input combinational	1134	8530	82.0
timing repair buffer	130	1210	11.6
tap	229	287	2.76
antenna	1	2.50	0.0241
inverter	101	379	3.65
[synth_stat cells (all sizes together) (14+ instances only)]
master | number | share of area, %
a211oi | 30 | 2.4
a21o | 26 | 2.1
a21oi | 118 | 6.3
a31oi | 23 | 1.5
buf | 34 | 2.1
clkbuf | 72 | 2.9
ha | 98 | 13
inv | 100 | 4.0
mux2 | 32 | 3.8
mux2i | 64 | 6.8
mux4 | 43 | 11
nand2 | 95 | 3.8
nand2b | 20 | 1.3
nand3 | 31 | 1.7
nor2 | 131 | 5.3
nor2b | 14 | 0.94
nor3 | 38 | 2.0
nor4 | 23 | 1.6
o211ai | 18 | 1.4
o21ai | 76 | 4.1
[through the flow]
stage / hold WS [ns] / instance area (um2) / power [mW] / cells
after floorplan: 10.32 / 9360 / 0.141 / 1341
after global placement: 11.47 / 10400 / 0.218 / 1594
after detailed placement: 11.48 / 10400 / 0.218 / 1594
after CTS: 11.48 / 10400 / 0.219 / 1594
after global routing: 11.56 / 10400 / 0.241 / 1594
final: 11.50 / 10400 / 0.226 / 1595
[cells in the final DEF, fill, tap and decap left out, drive strengths merged, types with 13 or more instances in the layout]
cell type      netlist  final
nor2               131    131
a21oi              118    118
inv                100    100
ha                  98     98
nand2               95     95
clkdlybuf4s50        0     95
o21ai               76     76
mux2i               64     64
mux4                43     43
nor3                38     38
buf                 34     35
mux2                32     32
nand3               31     31
a211oi              30     30
a21o                26     26
a31oi               23     23
nor4                23     23
nand2b              20     20
o211ai              18     18
nor2b               14     14
or2                 13     13
o22ai               13     13
o31ai               13     13
[layer usage]
metal,track usage [%],share of wire [%],vias up
li1,-,-,5088
met1,63.0,40,5284
met2,66.2,42,862
met3,11.4,13,150
met4,16.7,4.7,0
met5,0,0,-
[power by group through the flow]
stage	clock [mW]	sequential, mW	combinational (mW)
finish	0.00000000000327	0	0.226
CTS	0	0	0.219
global route	0	0	0.241
[cells by family after synthesis]
group                      after synthesis  share of synthesized area, %
and+or+nand+nor                        433                          22.8
muxes                                  139                          21.3
AOI/OAI and AO/OA                      443                          31.6
xor gates and xnor gates                19                          1.78
adders and majority gates              100                          13.5
buffers and inverters                  207                          8.99
[path summary, 6_finish.rpt]
kind,start,end,slack (ns),cells past startpoint
max,in1[1],zero,8.81,18
min,in1[2],out[2],11.50,5
Power is estimated from default activity; no workload was simulated.
