==> ./design.v <==
module reg_file (
    input wire        clk
,   input wire        rst_n
,   input wire        write
,   input wire [4:0]  sreg
,   input wire [4:0]  treg
,   input wire [4:0]  wreg
,   input wire [31:0] wdata
,   output reg [31:0] sdata
,   output reg [31:0] tdata
);
    reg [4:0] wreg_next;
    reg [31:0] wdata_next;
    reg [31:0] mem [31:0];
    integer i;
    always @(posedge clk) begin
        if (~rst_n) begin
            for (i = 0; i < 32; i = i + 1)
                mem[i] <= 32'h0;
        end else begin
            if (wreg_next !== 0)   
                mem[wreg_next] <= wdata_next;
        end
    end
    always @* begin
        sdata = mem[sreg];
        tdata = mem[treg];
        if (write) begin
            wreg_next = wreg;
            wdata_next = wdata;
        end else begin
            wreg_next = 5'h0;
            wdata_next = 32'h0;
        end
    end
endmodule
==> ./run.sh <==
#!/bin/bash
# OpenROAD 26Q1-2900-gdf79404cd8, Yosys 0.63+post, stock flow scripts
make -C /OpenROAD-flow-scripts/flow DESIGN_CONFIG=/design/flow/config.mk WORK_HOME=/design/flow/orfs finish
==> ./config.mk <==
export PLATFORM = sky130hd
export DESIGN_NAME = reg_file
export DESIGN_NICKNAME = reg_file
export VERILOG_FILES = /design/flow/design.v
export SDC_FILE = /design/flow/constraint.sdc
export NUM_CORES = 4
export LEC_CHECK = 1
export CORE_UTILIZATION = 40
==> ./constraint.sdc <==
current_design reg_file

set clk_period 6.7
set clk_io_pct 0.2

create_clock -name clk0 -period $clk_period [get_ports {clk}]

set non_clock_inputs [all_inputs -no_clocks]
set_input_delay [expr $clk_period * $clk_io_pct] -clock clk0 $non_clock_inputs
set_output_delay [expr $clk_period * $clk_io_pct] -clock clk0 [all_outputs]
==> summary.txt <==
run results: number of max-cap violations=0, synthesis area per yosys=around 0.053 sq mm, Crit path arrival time=approximately 4600 ps, TritonCTS Buffers=110, maximum vdd drop=between 0.2 and 0.25 mV, share of layout cells above drive strength 1=under 10%, initial drt markers=2853, Synth Cell Area=0.0532 sq mm, Yosys reg bits=1024, CP required=5360 ps, die area=0.134 sq mm, Setup TNS Final=0 ps, DR vias/cell=5.92, via count=around 38000, TritonCTS clock tree=done, first-pass GRT wire length=between 200000 and 300000 um, CP Class=in -> out, Top reg by flops=mem, H-Tree Level Count=3, synth cell count leaders=1024 x edfxtp_1, 1024 x mux2i_1, 1005 x nor2_1, Worst path slowest cell=and2_4, status=finished, final reports clean, post-CTS setup buffer count=0, CP max FO=slightly above 40, top flop regs=mem (1024), initial antenna violation count=8, HPWL Detailed=109000 um, post-cts hold buffer count=0, clk root buf=clkbuf_16, Num Clock Sinks=1024, RSZ-0062 raised after global routing=false, total power=15.4 mW, Die Y=367 um, static leakage=between 20 and 25 nW, synthesized instance count=4647, GRT Total Usage=29.2%, Final period util=between 80% and 90%, crit path launch type=input port, filler instances=11517, fp util=40.4%, Post-Route WL=185000 um, drt drc=0, Period minus WS final=5920 ps, Layout area overhead=12.8%, Post-synth area hogs=edfxtp_1 58%, mux2i_1 19%, nor2_1 7.1%, Avg WL per Cell=28.6 um, Avg Cell Area, Syn=11.4 sq um, Top-Level Pins=between 100 and 150, max reg flops=approximately 1000, Final Slew Violations=0, CP max stage delay=710 ps, deepest clock path buffer count=3, Seq share, synth=~58%, distinct lib cells=22, Commonest flop=edfxtp_1, final hold viol count=0, Setup crit end kind=output port, yosys cell count=roughly 4600, row cnt=133, post-CTS sizing=0, Post-DRT Antenna Nets=0, GRT overflow=0, CP dominant cell by count=clkdlybuf4s50_1, EDFF count, synth=1024, PwrDens=~260 mW/mm^2, Final setup viols=0, Critical Path, Cell by Cell=clkdlybuf4s50_1, and2_4, buf_4, a21oi_1, a31oi_1, nand3_1, clkdlybuf4s50_1, area leader, netlist=edfxtp_1, clock transition at the registers of the reported paths=60 ps, Worst Tran Pin Value=1170 ps, vias in the first global route=38783, Ys Warns=1, stage-log warning count=26, Port Buf Inserts=113, area share, top type=57.8%, fraction of registers with async set/reset=0%, DRT Pass-1 Iters=8, Final GP Congestion=~0.95, Max Freq=169 MHz, Die Wd=367 um, core region area=0.132 sq mm, Relative slew margins=between 20% and 30%, Min-Delay Path Class=in -> reg, largest net degree at the start of global routing=approximately 90, Final Core Density=45.6%
cells by family (layout without fill, tap and decap cells):
| logic type | Yosys count | count (layout) | synth area share [%] |
|---|---|---|---|
| buf+inv | 452 | 495 | 3.74 |
| compound gates | 577 | 577 | 7.39 |
| simple gates | 1569 | 1569 | 11.8 |
| flops | 1024 | 1024 | 57.8 |
| other cells | 1 | 33 | 0.00705 |
| mux | 1024 | 1024 | 19.3 |
worst max-delay path, delay by kind of cell:
kind | cells | cell delay (ps)
buffers and inverters | 3 | 1630
AND/OR/NAND/NOR | 2 | 940
AND-OR/OR-AND | 2 | 610
area by class of cell:
| cell class | instances | area, sq um | share of cell area (%) |
|---|---|---|---|
| Antenna cell | 1 | 2.50 | 0.00417 |
| Clock inverter | 65 | 534 | 0.891 |
| Multi-Input combinational cell | 3202 | 20800 | 34.6 |
| Tap cell | 1755 | 2200 | 3.66 |
| Clock buffer | 138 | 2940 | 4.91 |
| Inverter | 3 | 11.3 | 0.0188 |
| Sequential cell | 1024 | 30700 | 51.3 |
| Timing Repair Buffer | 289 | 2770 | 4.61 |
routing by layer:
metal | track usage, % | wire, um | vias to the layer above
met4 | 9.33 | 7190 | 22
met1 | 36.8 | 65900 | 18739
li1 | - | - | 16928
met5 | 1.71 | 289 | -
met3 | 18.2 | 28200 | 423
met2 | 42.5 | 83400 | 2264
cells in the final DEF (no fill, tap or decap), drive strengths merged:
cell,instances
a21oi,192
a22o,128
a22oi,192
a31oi,64
and2,2
buf,180
bufinv,8
clkbuf,138
clkdlybuf4s50,109
clkinv,50
clkinvlp,4
conb,32
diode,1
edfxtp,1024
inv,6
mux2i,1024
nand2,289
nand2b,7
nand3,193
nor2,1005
nor2b,4
nor3,66
nor4,1
o21ai,1
or2,2
report_power, final:
| part | leakage [nW] | total, mW | internal, mW | switching (mW) |
|---|---|---|---|---|
| Combinational | 10.7 | 1.91 | 0.679 | 1.23 |
| Sequential | 9.75 | 7.56 | 7.40 | 0.164 |
| Clock | 1.71 | 5.97 | 3.40 | 2.57 |
| Total | 22.2 | 15.4 | 11.5 | 3.96 |
final timing paths:
kind / from / end / slack (ps) / depth (start not counted)
worst min-delay path: rst_n / mem[0][26] / 1530 / 2
worst max-delay path: sreg[2] / sdata[16] / 780 / 7
through the flow:
step	hold WS [ps]	instance area (sq um)	setup slack (ps)	cells
global route	1530	60000	728	6476
CTS	1470	60000	892	6476
finish	1530	60000	779	6477
detailed placement	2230	56500	899	6273
global placement	2220	56500	903	6273
floorplan	1590	53300	2650	4678
Power figures rest on the tool's default switching activity, not on a simulated workload.
