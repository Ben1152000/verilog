$ cat ./design.v
module Controller #(parameter VALUE=1) (
    input               clock
,   input               rst_n
,   input               readyout
,   input       [7:0]   rdata
,   output reg          write
,   output reg          trans
,   output reg  [7:0]   waddr
,   output reg  [7:0]   wdata
,   output reg  [7:0]   value
);
    reg set;
    reg await;
    reg set_next;
    reg await_next;
    reg write_next;
    reg trans_next;
    reg [7:0] waddr_next;
    reg [7:0] wdata_next;
    reg [7:0] value_next;
    always @(posedge clock) begin
        if (~rst_n) begin
            write <= 1'b0;
            trans <= 1'b0;
            waddr <= 8'b0;
            wdata <= 8'b0;
            value <= VALUE;
            set   <= 1'b0;
            await <= 1'b0;
        end else begin
            write <= write_next;
            trans <= trans_next;
            waddr <= waddr_next;
            wdata <= wdata_next;
            value <= value_next;
            set   <= set_next;
            await <= await_next;
        end
    end
    always @* begin
        write_next = write;
        trans_next = trans;
        waddr_next = waddr;
        wdata_next = wdata;
        value_next = value;
        set_next   = set;
        await_next = await;
        if (~set) begin
            write_next = 1'b1;
            trans_next = 1'b1;
            waddr_next = 8'b0;
            if (await) begin
                value_next = rdata;
                wdata_next = rdata;
                await_next = 1'b0;
            end else begin
                wdata_next = value;
            end
            set_next = 1'b1;
        end else if (set & ~await) begin
            write_next = 1'b0;
            trans_next = 1'b1;
            waddr_next = value;
            await_next = 1'b1;
        end else if (set & await) begin
            trans_next = 1'b0;
            set_next = 1'b0;
        end
    end
endmodule
module Peripheral (
    input wire          clock
,   input wire          rst_n
,   input wire          write
,   input wire          trans
,   input wire  [7:0]   waddr
,   input wire  [7:0]   wdata
,   output reg          readyout
,   output reg  [7:0]   rdata
);
    reg         mode;
    reg         mode_next;
    reg         readyout_next;
    reg [7:0]   rdata_next;
    always @(posedge clock) begin
        if (~rst_n) begin
            mode        <= 1'b0;  
            readyout    <= 1'b0;
            rdata       <= 8'b0;
        end else begin
            mode        <= mode_next;
            readyout    <= readyout_next;
            rdata       <= rdata_next;
        end
    end
    always @* begin
        mode_next = mode;
        readyout_next = readyout;
        rdata_next = rdata;
        if (~trans) begin
            readyout_next = 1'b0;
        end else if (trans & write) begin
            if (waddr == 8'b0)   
                mode_next = wdata[0];
            rdata_next = wdata;
            readyout_next = 1'b1;
        end else if (trans & ~write) begin
            case (mode)
                1'b0: rdata_next = waddr >> 1;
                1'b1: rdata_next = (waddr << 1) + waddr + 8'b1;
            endcase
            readyout_next = 1'b1;
        end
    end
endmodule
$ cat ./run.sh
#!/bin/bash
# OpenROAD 26Q1-2900-gdf79404cd8, Yosys 0.63+post, stock flow scripts
make -C /OpenROAD-flow-scripts/flow DESIGN_CONFIG=/design/flow/config.mk WORK_HOME=/design/flow/orfs finish
$ cat ./config.mk
export PLATFORM = sky130hd
export DESIGN_NAME = Controller
export DESIGN_NICKNAME = Controller
export VERILOG_FILES = /design/flow/design.v
export SDC_FILE = /design/flow/constraint.sdc
export NUM_CORES = 4
export LEC_CHECK = 1
export CORE_AREA = 10 10 84 84
export DIE_AREA = 0 0 94 94
$ cat ./constraint.sdc
current_design Controller

set clk_period 1.9
set clk_io_pct 0.2

create_clock -name clk0 -period $clk_period [get_ports {clock}]

set non_clock_inputs [all_inputs -no_clocks]
set_input_delay [expr $clk_period * $clk_io_pct] -clock clk0 $non_clock_inputs
set_output_delay [expr $clk_period * $clk_io_pct] -clock clk0 [all_outputs]
==> run summary <==
On the backend side, the flow ran end to end.

The run finished with clean final reports. The setup path with the least slack is of type reg2out. TritonCTS built the clock tree. The HPWL after detailed placement stands at 1.626 mm.

The clock reaches the later pin of the worst-skew pair after 0.25 ns. In this run, CTS created clock tree buffers numbering 3. The path class of the tightest hold or removal check is reg2reg. The H-tree depth stands at 1.

The critical path arrival stands at 1.12 ns. For this design, the CTS-stage hold fixing added 0 buffers. The total count of hold-check failures in the final report stands at 0. The post-detailed-placement cell area stands at 1169 sq um. The worst setup path is captured at an output pin. The mean post-synth cell area stands at 9.369 sq um. The critical path starts at value[7]$_SDFFE_PN0P_. At the worst endpoint, the required time is 1.52 ns. The number of antenna violations at the first check in global routing was 0.

The global-route wire length before repair stands at roughly 3.3 mm. The via count of the first global-routing pass stands at 633. The count of pins over their slew limit stands at 0. Dividing the detail-routed wire length by the instance count gives 11.24 microns. Clock tree synthesis selected as its root buffer the cell sky130_fd_sc_hd__clkbuf_8. The number of top-level pins stands at 37. The maximum VDD drop stands at 405.9 uV. In the synthesis report, Yosys lists the chip area as 805.8 sq um. Ranked by total cell area, the synthesized netlist is headed by sky130_fd_sc_hd__dfxtp_1 (52%), sky130_fd_sc_hd__buf_4 (9.3%), sky130_fd_sc_hd__mux2i_1 (8.7%). For the final routed database, the setup TNS stands at 0 ns. In this run the cell area of the synthesized design comes to 805.8 sq um. The number of fill cells stands at 580. The number of synthesized register bits stands at 21.

CTS reports a maximum clock tree buffer depth of 2. In the log, the iteration count for the first detailed-route pass is 4. Between the synthesized netlist and the finished layout, the area growth was recorded as 50.62%.

The script extracted a total leakage power of 0.4356 nW. The floorplan die area stands at 8836 sq um. The number of OpenROAD warnings stands at 26. Looking at the max-slew report, the worst-margin pin has a slew of 0.3736 ns. The achievable frequency stands at 0.6675 GHz.

The number of gates resized after CTS stands at 0. Among cell families on the critical path, the largest total delay comes from buffers and inverters. Per the detail_route report, inserted antenna diodes total 0.

The fraction of post-synthesis cell area in the top cell type by area stands at a little over half. The share of post-route cells with drive strength above 1 stands at 4.348%. The maximum number of pins on one net before global-route repair stands at 12. The worst setup path is launched from a register. In this run the post-CTS setup repair buffer count came out at 0. After detailed routing, the number of vias per cell comes to ~3.4. The floorplan step defined a core boundary enclosing 5205 sq um. Per the post-route antenna check, the number of violating nets is 0. After synthesis, the netlist uses 16 different library cells.

The worst slew margin relative to its limit stands at 75.03%. The final critical path takes up about four fifths of the cycle. In this run the vertical extent of the chip is 94 microns.

The timing report shows that the slowest cell on the worst path is sky130_fd_sc_hd__clkdlybuf4s50_1. The total power per unit cell area stands at around 700 nW/um^2. Per STA, the highest per-stage delay on the worst path measures 0.49 ns. The total congestion overflow stands at 0. The worst path in the final design needs a cycle of about 1.5 ns, including I/O delays and setup. The startpoint identified for the worst hold timing path is write$_SDFFE_PN0P_.

Once layout is done, the placed cells without fillers occupy 1214 sq um. The DRC violation count after routing stands at 0. Setup repair after global routing left no endpoint under its margin. The startpoint identified for the worst register-to-register timing path is await$_SDFFE_PN0P_. The timing report notes that buffer and inverter cells on the critical path total 1. The aggregate routed wire length stands at ~2.1 mm. The width of the chip stands at between 90 and 100 microns. The overall via count from detail_route stands at 630.

The number of cell instances after yosys synthesis stands at 86. The sequential share of the synthesized area stands at 52.17%. The initial DRC count stands at 11. The number of cells produced by synthesis stands at 86. The biggest area contributor in the post-synthesis netlist is sky130_fd_sc_hd__dfxtp_1. The number of max-cap violations stands at 0. Summed over all routing layers, the global router reports a total usage of 4.795%. The clock-pin transition on the worst setup and hold timing paths stands at 0.07 ns. The total number of placement rows stands at 26. Listed in order, past its start point the critical path passes clkdlybuf4s50_1.

The clock net in this run drives a total of 21 sinks. The routability congestion estimate from global placement stands at 0.7382. In the floorplan report the effective utilization is 15.48%. The number of endpoints failing setup at the final stage stands at 0.

Counting the warning lines in the Yosys log gives 1. During placement, the flow inserted port buffers numbering 35. The clock skew stands at between 0.002 and 0.0025 ns.

The report shows a maximum critical-path fanout of 4.
[Yosys cell counts]
cell	count
sky130_fd_sc_hd__mux2i_1	7
sky130_fd_sc_hd__nor2_1	8
sky130_fd_sc_hd__inv_1	2
sky130_fd_sc_hd__a21boi_1	7
sky130_fd_sc_hd__buf_4	10
sky130_fd_sc_hd__o21ai_0	1
sky130_fd_sc_hd__clkbuf_1	1
sky130_fd_sc_hd__dfxtp_1	21
sky130_fd_sc_hd__nor2b_1	1
sky130_fd_sc_hd__nand2b_1	1
sky130_fd_sc_hd__a21boi_0	3
sky130_fd_sc_hd__buf_6	1
sky130_fd_sc_hd__nand2_1	18
sky130_fd_sc_hd__nand3_1	1
sky130_fd_sc_hd__a21oi_1	3
sky130_fd_sc_hd__and2b_1	1
[per-layer routing]
| metal | GRT usage [%] | part of all wire (%) |
|---|---|---|
| met4 | 0.1266 | 0 |
| met5 | 0 | 0 |
| met1 | 6.624 | 50 |
| met2 | 6.567 | 38 |
| met3 | 2.908 | 12 |
[state kept, by name (all words and copies together), names as in the netlist]
register and flops:
value 8, waddr 8, await 1, set 1, trans 1, wdata 1
write 1
[final timing paths]
path / end / slack, ns / cells past startpoint
hold / removal: write$_SDFFE_PN0P_ / 0.48 / 2
hold reg to reg: write$_SDFFE_PN0P_ / 0.48 / 2
setup / recovery: wdata[7] / 0.40 / 1
setup reg to reg: value[6]$_SDFFE_PN0P_ / 0.70 / 3
[per-stage QoR]
step	std cells	worst slack, ns	power, W	hold slack, ns	util, %
2_1_floorplan	86	0.9603	0.0005229	0.4326	-
3_3_place_gp	181	0.4549	0.0005836	0.4644	22.45
3_5_place_dp	181	0.4424	0.0005837	0.4697	22.45
4_1_cts	185	0.3652	0.0008711	0.4814	23.32
5_1_grt	185	0.3284	0.0009061	0.5044	23.32
6_report	185	0.4019	0.0008492	0.4833	23.32
[cell type report]
class | instances | area, sq um | share of cell area, %
flip-flops and latches | 21 | 420.4 | 34.64
repair buffers | 37 | 365.4 | 30.10
multi-input cells | 51 | 287.8 | 23.71
well taps | 70 | 87.58 | 7.217
clock buffers | 4 | 45.04 | 3.711
inverters | 2 | 7.507 | 0.6186
[report_power, final]
group / internal, W / total, W / switching (W)
Clock: 0.000149 / 0.000278 / 0.000129
Sequential: 0.000457 / 0.000472 / 0.0000145
Combinational: 0.0000665 / 0.0000992 / 0.0000327
Total: 0.000673 / 0.000849 / 0.000176
[cells by family (layout without fill, tap and decap cells)]
logic type	count (synthesis)	in the layout	share of synthesized area, %
AOI/OAI and AO/OA	14	14	11.80
muxes	7	7	8.696
buffers and inverters	14	43	12.11
and+or+nand+nor	30	30	15.22
DFF	21	21	52.17
[cell usage in the layout, fill, tap and decap left out, types with 2 or more instances in the layout]
master / synthesis / layout
sky130_fd_sc_hd__a21boi_0: 3 / 3
sky130_fd_sc_hd__a21boi_1: 7 / 7
sky130_fd_sc_hd__a21oi_1: 3 / 3
sky130_fd_sc_hd__buf_4: 10 / 2
sky130_fd_sc_hd__clkbuf_8: 0 / 3
sky130_fd_sc_hd__clkdlybuf4s50_1: 0 / 35
sky130_fd_sc_hd__dfxtp_1: 21 / 21
sky130_fd_sc_hd__inv_1: 2 / 2
sky130_fd_sc_hd__mux2i_1: 7 / 7
sky130_fd_sc_hd__nand2_1: 18 / 18
sky130_fd_sc_hd__nor2_1: 8 / 8
Power and IR drop assume default switching activity.
